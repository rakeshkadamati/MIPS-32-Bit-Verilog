## flow/config.mk

```make
export PLATFORM = sky130hd
export DESIGN_NAME = RegisterFile
export DESIGN_NICKNAME = RegisterFile
export VERILOG_FILES = /design/flow/design.v
export SDC_FILE = /design/flow/constraint.sdc
export NUM_CORES = 4
export LEC_CHECK = 1
export CORE_UTILIZATION = 40
```

## flow/constraint.sdc

```tcl
current_design RegisterFile

set clk_period 6.8
set clk_io_pct 0.2

create_clock -name clk0 -period $clk_period [get_ports {clk}]

set non_clock_inputs [all_inputs -no_clocks]
set_input_delay [expr $clk_period * $clk_io_pct] -clock clk0 $non_clock_inputs
set_output_delay [expr $clk_period * $clk_io_pct] -clock clk0 [all_outputs]
```

## flow/design.v

```verilog
module RegisterFile(rw,addr1,addr2,out1,out2,addr3,data3,clk);
input rw;  	 
input [4:0] addr1;	 
input [4:0] addr2;	 
input [4:0] addr3;	 
input [31:0] data3;	 
output [31:0] out1;	 
output [31:0] out2;	 
input clk;
reg [31:0] regmem [31:0];  
initial begin
	  regmem[0] = 32'b00000000000000000000000000000010;  
	  regmem[1] = 32'b00000000000000000000000000000001;  
        regmem[2] = 32'b00000000000000000000000000001000;  
        regmem[3] = 32'b00000000000000000000000000000110;  
        regmem[4] = 32'b00000000000000000000000001000000;  
        regmem[5] = 32'b00000000000000000000000000100000;  
        regmem[6] = 32'b00000000000000000000000000010000;  
        regmem[7] = 32'b00000000000000000000000000000111;  
        regmem[8] = 32'b00000000000000000000000000000101;   
        regmem[9] = 32'b00000000000000000000000000100011;   
        regmem[10] = 32'b00000000000000000000000000001001;  
        regmem[11] = 32'b00000000000000000000000000001110;  
        regmem[12] = 32'b00000000000000000000000000010010;  
        regmem[13] = 32'b00000000000000000000000000011100;  
        regmem[14] = 32'b00000000000000000000000000011101;  
        regmem[15] = 32'b00000000000000000000000000001111;   
        regmem[16] = 32'b00000000000000000000000000001011;   
        regmem[17] = 32'b00000000000000000000000000010000;  
        regmem[18] = 32'b00000000000000000000000000000001;  
        regmem[19] = 32'b00000000000000000000000000000010;  
        regmem[20] = 32'b00000000000000000000000000011111;  
        regmem[21] = 32'b00000000000000000000000000010000;  
        regmem[22] = 32'b00000000000000000000000000010001;  
        regmem[23] = 32'b00000000000000000000000000010010;  
        regmem[24] = 32'b00000000000000000000000000000111;  
        regmem[25] = 32'b00000000000000000000000000111111;  
        regmem[26] = 32'b00000000000000000000000010000000;  
        regmem[27] = 32'b00000000000000000000000010000011;  
        regmem[28] = 32'b00000000000000000000000000001001;  
        regmem[29] = 32'b00000000000000000000000011000000;  
        regmem[30] = 32'b00000000000000000000000000000111;  
        regmem[31] = 32'b00000000000000000000000000000100;  
	end
		assign out1 = regmem[addr1];
		assign out2 = regmem[addr2];
	always@ (negedge clk)
	begin
		if(rw==1'b1)  
		begin
		 regmem[addr3] = data3;
		end
	end
endmodule
```

## flow/run.sh

```bash
#!/bin/bash
# OpenROAD 26Q1-2900-gdf79404cd8, Yosys 0.63+post, stock flow scripts
make -C /OpenROAD-flow-scripts/flow DESIGN_CONFIG=/design/flow/config.mk WORK_HOME=/design/flow/orfs finish
```

==> out/metrics.yaml <==
portBuffers: 112
whs_ns: 3.56
gp_congestion: 0.906
top_area_frac: 0.631
drive_gt1_frac: 0.145
grt_pass1_wl_um: 220000
largest_area_cell: "edfxtp_1"
warnings: 1030
p_seq_frac: 0.418
crit_required_ns: 5.44
clkTransAtPathRegs_ns: 0.03
ys_warn_count: 1
cts_inserted_buffers: 112
dr.pass1.iters: 6
hpwl_um: 91100
cts_tree: "done"
hold_viol_final: 0
worst_hold_path_type: "input pin to primary output"
std_cell_rows: 127
p_leak_nw: 27.0
dieArea_um2: 123000
n_antenna_cell: 0
worstPathArrival_ns: 5.56
layout_setup_ws_ns: -0.122
clockBufferDepth: 3
placeableCoreArea_um2: 120000
p_clk_frac: 0.498
synthCells: 3387
crit_fanout: 2
cap_violations: 0
async_reset_ff_frac: 0
tns_ns: -1.33
avgSynthCellArea_um2: 14.4
setup_violations: 29
synth_cell_types: 24
outcome: "finished, violations left"
vias_per_cell: 5.50
p_switching_mw: 4.88
routed_wirelength_um: 151000
htree_levels: 3
slew_viol_final: 0
critPathKind: "register to primary output"
worst_pin_slew_ns: 1.12
final_util: 0.517
p_int_mw: 12.1
yosys_area_um2: 48800
grt_setup_unrepaired: "true"
ios: 113
detail_route.iter0.violations: 2158
antenna_found_initial: 5
grt_max_degree: 64
synth-seq-cells: 1024
syn-cell-area_um2: 48800
ys.flop_type: "edfxtp_1"
antenna_left: 0
end_kind: "primary output"
fp_util: 0.405
p_comb_frac: 0.083
synthToLayoutAreaGrowth_pct: 27.7
numClockSinks: 1024
largest_register_ffs: 1024
drc: 0
first_global_vias: 37300
hold-path-cell-count: 6
top_cells_by_count: "edfxtp_1 (1024), mux2i_1 (1024), nand2_1 (195)"
startpoint_type: "register"
violations: "negative setup slack"
num_vias: 34800
irDropWorstVdd_mv: 0.199
synthTopCellsByArea: "edfxtp_1 (63%), mux2i_1 (21%), a22oi_1 (3.0%), a22o_1 (2.3%), nand3_1 (2.0%)"
root_buffer: "clkbuf_16"
die_w_um: 351
power.share.switching: 0.287
power_density_nw_per_um2: 273
grt_use_total: 0.263
ys_seq_frac: 0.631
wl_per_cell_um: 24.0
maxSlewHeadroom: 0.253
overflow: 0
yosys-stat-cells: 3387
fp.dieH_um: 351
edf_count: 1024
-- power groups by stage --
| stage | Clock (mW) | Sequential, mW | Combinational, mW |
|---|---|---|---|
| 5_1_grt | 9.44 | 7.11 | 1.50 |
| 6_report | 8.48 | 7.11 | 1.42 |
| 4_1_cts | 8.72 | 7.11 | 1.39 |
-- cell type report --
type,instances,area (µm²)
clock buffers,114,2850
flip-flops and latches,1024,30700
well taps,1612,2020
fillers,9810,58200
repair buffers,347,3720
multi-input cells,2109,18200
clock inverters,1113,4750
-- cells by family after synthesis --
| group | share of synthesized area |
|---|---|
| AND-OR/OR-AND | 0.0805 |
| buffers and inverters | 0.0316 |
| flip-flops | 0.631 |
| AND/OR/NAND/NOR | 0.0472 |
| multiplexers | 0.210 |
-- metal layers --
| metal | wire length (µm) | vias to the layer above | global-route usage |
|---|---|---|---|
| met4 | 4100 | 14 | 0.104 |
| met1 | 57900 | 16800 | 0.335 |
| met2 | 69000 | 1835 | 0.365 |
| li1 | - | 15900 | - |
| met5 | 204 | - | 0.0106 |
| met3 | 20200 | 257 | 0.173 |
-- path summary, 6_finish.rpt --
| path | from | endpoint | slack [ns] |
|---|---|---|---|
| max | regmem[7][6] | out2[6] | -0.12 |
| min | addr2[1] | out2[15] | 3.56 |
-- worst max-delay path, stage by stage, from the launching register on --
cell and delay, ns:
edfxtp_1 0.38, mux2i_1 0.17, a22o_1 0.18, nor3_1 0.05
buf_4 0.21, a31oi_4 0.21, nand3_2 0.14, buf_2 0.14
-- timing repair --
item | in CTS | in global routing
pin swaps | 159 | 108
resized | 382 | 46
setup buffers | 4 | 0
hold buffers | 0 | 0
setup endpoints to repair | 64 | 62
-- stage by stage --
step	power (mW)	cells	area (µm²)	worst slack (ns)
after floorplan	8.80	3387	48800	-0.394
after global placement	9.42	5102	53600	-0.0110
after detailed placement	9.42	5102	53600	-0.0253
after CTS	17.2	6320	62100	-0.124
after global routing	18.0	6319	62300	-0.237
final	17.0	6319	62300	-0.122
-- cells in the final DEF (no fill, tap or decap), types with 3 or more instances in the layout --
cell and count:
nor3_4 21, or3b_2 3, clkbuf_2 8, inv_4 10, bufinv_16 18, nand3_4 10, nand3b_1 5, clkinv_4 4
nand2b_2 4, a31oi_2 20, inv_6 4, mux2i_1 1023, nor2b_4 4, nand3_1 147, a31oi_1 7, clkdlybuf4s50_1 46
a22oi_1 192, buf_6 5, nor3_1 13, a22o_1 127, inv_1 1055, clkinvlp_2 21, nor3_2 30, buf_4 146
nand2_1 193, nand3_2 37, a31oi_4 37, edfxtp_1 1024, buf_12 89, clkbuf_16 114, a21oi_1 192, buf_2 51
nor2_4 34
No activity file was given, so power comes from the tool's default toggle rates.
