$ cat design/flow/design.v
module instMem(inst,pc,clk);
input [31:0] pc;
input clk;
output [31:0] inst;
reg [31:0] inst;
reg [31:0] memdata [127:0];
initial
        begin
        memdata[0] = 32'h8c070003;  
        memdata[1] = 32'h8c030009;
        memdata[2] = 32'h8c060006;
        memdata[3] = 32'h00672822;
        memdata[4] = 32'h10a70000;
        memdata[5] = 32'h01095024;
        memdata[6] = 32'h8c020000;
        end
always @(posedge clk)
        begin
                inst = memdata[pc];
        end
endmodule
$ cat design/flow/run.sh
#!/bin/bash
# OpenROAD 26Q1-2900-gdf79404cd8, Yosys 0.63+post, stock flow scripts
make -C /OpenROAD-flow-scripts/flow DESIGN_CONFIG=/design/flow/config.mk WORK_HOME=/design/flow/orfs finish
$ cat design/flow/config.mk
export PLATFORM = sky130hd
export DESIGN_NAME = instMem
export DESIGN_NICKNAME = instMem
export VERILOG_FILES = /design/flow/design.v
export SDC_FILE = /design/flow/constraint.sdc
export NUM_CORES = 4
export LEC_CHECK = 1
export CORE_AREA = 10 10 70 70
export DIE_AREA = 0 0 80 80
$ cat design/flow/constraint.sdc
current_design instMem

set clk_period 1.0
set clk_io_pct 0.2

create_clock -name clk0 -period $clk_period [get_ports {clk}]

set non_clock_inputs [all_inputs -no_clocks]
set_input_delay [expr $clk_period * $clk_io_pct] -clock clk0 $non_clock_inputs
set_output_delay [expr $clk_period * $clk_io_pct] -clock clk0 [all_outputs]
==> reports/results.tsv <==
metric	value	unit
cts_tree	yes	
p_int	0.000774	W
syn_avg_cell_area	10.1	um2
cts.clk_slew.worst_paths	0.07	ns
postRouteAntennaNets	0	
grt_pass1_vias	317	
final_cell_area	686	um2
leakagePower	0.337	nW
overflow	0	
syn_to_final_growth	27.7	%
max_freq	1040	MHz
post_cts_buffers	0	
ys_cells	53	
finalSetupViolations	0	
power_frac_seq	58.1	%
status	finished clean	
syn_area	537	um2
crit_path_cell_trace	clkdlybuf4s50_1, nand2b_4, o22ai_1	
wl	1170	um
crit_family	buffers and inverters	
place.port_buffers	24	
critPathBufInv	1	
route.met3.wl	179	um
total_power	0.000970	W
max-vdd-ir-drop	0.464	mV
syn_inst	53	
hold_violations	0	
diodes	0	
period_used_share	96.5	%
start_kind	input pin	
die_height	80	um
hpwl	995	um
track_usage	3.10	%
drc	0	
hold_buffers	0	
drt-pass1-iter-count	3	
top_layer_used	met4	
power.density	1410	nW/um2
worstPathArrival	1.11	ns
critPathMaxFanout	10	
route.met2.wl	456	um
antenna_found_initial	0	
place_congestion	0.712	
drv_cap	0	
pwr-share-comb	11.1	%
slowest_stage	clkdlybuf4s50_1	
crit_type	input pin to flop	
viasPerCell	2.95	
ys_seq_share	48.5	%
yosysWarningCount	1	
drive_gt1_share	50.7	%
chip_area	6400	um2
grt_max_degree	11	
finalCriticalPeriod	0.965	ns
grt_pass1_wl	1520	um
yosysChipArea	537	um2
wl_per_cell	9.84	um
cts_buffers	3	
root_buffer	clkbuf_4	
cts_max_level	1	
p_sw	0.000196	W
finalMaxSlewViolations	0	
end_kind	flop	
fin_util	20.1	%
clock_sinks	13	
vias	351	
clockBufferDepth	2	
rows	21	
rsz0062_at_grt	false	
warning_count	55	
cp_data_required_time	1.15	ns
drt_iter0_drc	17	
synth.distinct_cells	17	
die_w	80	um
p_clk_share	30.7	%
place_area	729	um2
ys_ff	13	
swShare	20.2	%
fp-utilization	15.7	%
min_path_type	input pin to flop	
cpPeakStageDelay	0.64	ns
largest_register_ffs	13	
wl_met1	528	um
core_area	3420	um2
io_pins	65	
fillers	382	
[through the flow]
| step | setup TNS, ns | worst slack [ns] | cells | hold slack, ns |
|---|---|---|---|---|
| 5_1_grt | 0 | 0.00186 | 119 | 0.648 |
| 6_report | 0 | 0.0349 | 119 | 0.631 |
| 3_5_place_dp | -2.57 | -0.239 | 115 | 0.882 |
| 3_3_place_gp | -2.24 | -0.203 | 115 | 0.883 |
| 2_1_floorplan | 0 | 0.319 | 63 | 0.272 |
| 4_1_cts | -0.105 | -0.0362 | 119 | 0.629 |
[power by group through the flow]
stage / clock, W / sequential (W) / combinational [W]
final: 0.000298 / 0.000564 / 0.000108
after global routing: 0.000343 / 0.000568 / 0.000122
after CTS: 0.000305 / 0.000562 / 0.000129
[synth_stat cells]
master	count	area, um2
buf_4	19	143
dfxtp_1	13	260
nor2_1	4	15.0
buf_6	2	22.5
inv_1	2	7.51
nand2b_1	2	12.5
a21boi_1	1	7.51
a21oi_1	1	5.00
a21oi_2	1	8.76
and3b_1	1	8.76
conb_1	1	3.75
nand2_1	1	3.75
nand2b_4	1	13.8
nand3b_1	1	7.51
nor2b_1	1	6.26
o21ai_1	1	5.00
o22ai_1	1	6.26
[timing repair]
item	4_1_cts	5_1_grt
endpoints found under the setup margin	21	19
gates resized	45	26
hold endpoints to repair	0	0
[worst paths after layout]
kind / start / endpoint / slack (ns) / cells past startpoint
max: pc[1] / inst[21] / 0.03 / 3
min: pc[1] / inst[16] / 0.63 / 2
[placed cells by master, fill, tap and decap left out, drive strengths merged, types with 2 or more instances in the layout]
| cell | netlist | final |
|---|---|---|
| clkdlybuf4s50 | 0 | 3 |
| clkdlybuf4s15 | 0 | 4 |
| buf | 21 | 3 |
| nand2b | 3 | 3 |
| dfxtp | 13 | 13 |
| inv | 2 | 2 |
| clkbuf | 0 | 21 |
| nor2 | 4 | 4 |
| conb | 1 | 11 |
| a21oi | 2 | 2 |
[metal layers]
layer,GRT usage (%),vias to the layer above
met5,0,-
met4,0.352,0
met3,3.30,2
met2,4.41,28
met1,3.18,149
li1,-,172
[cells by family after synthesis]
family / synth area share [%]
other: 0.699
AND-OR/OR-AND: 6.06
AND/OR/NAND/NOR: 12.6
flip-flops: 48.5
buffers and inverters: 32.2
[area by class of cell]
type | instances | area (um2) | area share [%]
Tap cell | 46 | 57.6 | 8.39
Timing Repair Buffer | 27 | 178 | 25.9
Multi-Input combinational cell | 27 | 141 | 20.6
Inverter | 2 | 7.51 | 1.09
Sequential cell | 13 | 275 | 40.1
Clock buffer | 4 | 26.3 | 3.83
Power and IR drop assume default switching activity.
