==> /design/flow/design.v <==
module dataMem(opcode,Rt,addr,clk,out);
input [5:0] opcode;
input [31:0] addr, Rt;
input clk;
output [31:0] out;
reg [31:0] memdata [255:0];
initial begin
	  memdata[0] = 32'b00000000000000000000000000000000;
        memdata[1] = 32'b00000000000000000000000000000000;
        memdata[2] = 32'b00000000000000000000000000000000;
        memdata[3] = 32'b00000000000000000000000000000000;
        memdata[4] = 32'b00000000000000000000000000000000;
        memdata[5] = 32'b00000000000000000000000000000000;
        memdata[6] = 32'b00000000000000000000000000000000;
        memdata[7] = 32'b00000000000000000000000000000000;
        memdata[8] = 32'b00000000000000000000000000000000;
        memdata[9] = 32'b00000000000000000000000000000000;
        memdata[10] = 32'b00000000000000000000000000000000;
        memdata[11] = 32'b00000000000000000000000000000000;
        memdata[12] = 32'b00000000000000000000000000000000;
        memdata[13] = 32'b00000000000000000000000000000000;
        memdata[14] = 32'b00000000000000000000000000000000;
        memdata[15] = 32'b00000000000000000000000000000000;
        memdata[16] = 32'b00000000000000000000000000000000;
        memdata[17] = 32'b00000000000000000000000000000000;
        memdata[18] = 32'b00000000000000000000000000000000;
        memdata[19] = 32'b00000000000000000000000000000000;
        end
	assign out = memdata[addr];
always @(negedge clk)
begin
	if(opcode==6'b101011)
	begin
	memdata[addr] = Rt;
	end
end
endmodule
==> /design/flow/run.sh <==
#!/bin/bash
# OpenROAD 26Q1-2900-gdf79404cd8, Yosys 0.63+post, stock flow scripts
make -C /OpenROAD-flow-scripts/flow DESIGN_CONFIG=/design/flow/config.mk WORK_HOME=/design/flow/orfs finish
==> /design/flow/config.mk <==
export PLATFORM = sky130hd
export DESIGN_NAME = dataMem
export DESIGN_NICKNAME = dataMem
export VERILOG_FILES = /design/flow/design.v
export SDC_FILE = /design/flow/constraint.sdc
export NUM_CORES = 4
export LEC_CHECK = 1
export CORE_UTILIZATION = 30
export SYNTH_MEMORY_MAX_BITS = 65536
==> /design/flow/constraint.sdc <==
current_design dataMem

set clk_period 50.5
set clk_io_pct 0.2

create_clock -name clk0 -period $clk_period [get_ports {clk}]

set non_clock_inputs [all_inputs -no_clocks]
set_input_delay [expr $clk_period * $clk_io_pct] -clock clk0 $non_clock_inputs
set_output_delay [expr $clk_period * $clk_io_pct] -clock clk0 [all_outputs]
==> deck_impl_summary.md <==
Flow Results at a Glance

Outcome
  – Run status: finished clean

Min path
  – Instance count along the most critical hold path: 8
  – Launch point of the worst hold path: addr[1]
  – Class of the most critical hold timing path: in2out
  – Hold worst-path end: out[20]

Critical path
  – Type of origin of the critical path: register
  – Arrival time worst endpoint: 30.38 ns
  – Beginning of the critical path: memdata[42][17]
  – Worst setup path category: reg2out
  – Critical Path Sink Type: output pin
  – CP max stage cell: sky130_fd_sc_hd__o41ai_2
  – Highest cell delay on the worst timing path: 1.12 ns
  – Critical path peak fanout: 1
  – Required time at the worst-slack endpoint: 40.40 ns
  – CP Cell Sequence: mux4_2, a22oi_1, a21oi_1, o41ai_2, nand4_1, clkdlybuf4s50_1

Place
  – Worst setup slack after placement: 11.00 ns
  – Quantity of I/O buffers inserted on ports: 78
  – Instance area at placement: 332000 sq um
  – Detailed placement HPWL: 491000 um
  – Global placer's final weighted congestion: 0.873
  – Post-Place Cells: 26800

Floorplan
  – Die boundary width: 1020 um
  – Core footprint: 1030000 sq um
  – Number of standard-cell rows in the floorplan: 372
  – Die height: 1020 um
  – Die Area: 1030000 sq um
  – Boundary Pins: 103
  – Starting Density: 30.1%

Route
  – Via total after detailed routing: 172000
  – Aggregate routed wire length: 884000 um
  – Post-DR vias/cell: 4.71
  – Routed len/inst: 24.2 um
  – First drt pass iteration count: 8
  – Drt initial violations: 9926
  – Remaining antenna violation count after routing: 0
  – Post-route DRC violation count: 0

Global route
  – Total routing usage reported by global routing: 18.3%
  – Total congestion overflow: 0
  – Global-route wire length before repair: 1260000 um
  – Number of global-route vias before repair: 204000
  – Maximum number of pins on one net before global-route repair: 109
  – Antenna violations before repair: 48

Clocking
  – Post-CTS Setup Inserts: 0
  – Clock transition at the registers of the reported paths: 0.03 ns
  – Total clock buffers created by CTS: 827
  – Clock sinks: 8192
  – Number of buffers added to fix hold violations after cts: 0
  – Clock tree from TritonCTS: yes
  – CTS root buf: sky130_fd_sc_hd__clkbuf_16
  – Post-cts repair resize count: 0
  – Deepest level of the CTS H-tree: 6
  – Clock buffer depth: 4

Synthesis
  – Yosys warning tally: 1
  – Cells in synth_stat.txt: 13000
  – Number of library cell types mapped by synthesis: 21
  – Gate count after technology mapping: 13000
  – Proportion of synthesized chip area in sequential cells: 79.8%
  – Mapped Avg Cell Area: 23.7 sq um
  – Summed instance area of the synthesized netlist: 308000 sq um
  – Synthesized chip area reported by yosys: 308000 sq um
  – Synth flops: 8192

Finish
  – Final instance area: 391000 sq um
  – Area growth, synth to finish: 26.7%
  – Share of final-layout standard cells stronger than drive strength 1: 20.0%
  – Max FFs per register: 8192
  – Final Non-Filler Cells: 36500
  – Top logic cell by instance count in the layout: sky130_fd_sc_hd__inv_1
  – Highest-count cells in the layout ignoring fill and taps: 8417 x sky130_fd_sc_hd__inv_1, 8192 x sky130_fd_sc_hd__edfxtp_1, 2048 x sky130_fd_sc_hd__mux4_2, 1024 x sky130_fd_sc_hd__a22oi_1, 836 x sky130_fd_sc_hd__clkbuf_16

Pwr
  – Part of the power in the clock network: 51.2%
  – Static Leakage: 152 nW
  – Worst voltage drop across the vdd grid: 38.3 uV
  – Reported net switching power: 0.00458 W
  – Switching portion of total power: 27.3%
  – PD cells: 43.0 nW/um^2
  – Sequential Power Share: 44.9%
  – Comb power frac: 3.9%
  – Cell internal pwr: 0.0122 W
  – Power Total: 0.0168 W

Job
  – Max-cap violations: 0
  – Count of tool warnings: 1054

Final timing
  – Final worst-path setup slack: 10.02 ns
  – Count of final setup violators: 0
  – TNS Setup: 0 ns
  – Unrepaired setup endpoints after global routing: no
  – Max-slew violation total from the final report: 0
  – Hold violation count in the final report: 0
  – Measured slew at the worst slew-check pin: 1.21 ns
  – Headroom to the max-slew limit: 18.1%
[power groups by stage]
stage,clock [W],combinational (W),sequential [W]
5_1_grt,0.00964,0.000694,0.00752
4_1_cts,0.00886,0.000660,0.00754
6_report,0.00859,0.000654,0.00754
[worst max-delay path: cells and delay by family (launching register included)]
| family | cells | cell delay (ns) |
|---|---|---|
| simple gates | 1 | 0.75 |
| compound gates | 3 | 1.83 |
| mux | 1 | 0.47 |
| buf+inv | 1 | 0.61 |
| flops | 1 | 0.35 |
[Yosys cell counts]
cell type | instances | area [sq um]
sky130_fd_sc_hd__buf_2 | 162 | 811
sky130_fd_sc_hd__nand2_1 | 33 | 124
sky130_fd_sc_hd__nor2_1 | 259 | 972
sky130_fd_sc_hd__nand4_1 | 32 | 200
sky130_fd_sc_hd__mux4_2 | 2048 | 46100
sky130_fd_sc_hd__nand2b_1 | 2 | 12.5
sky130_fd_sc_hd__a22oi_1 | 1024 | 7690
sky130_fd_sc_hd__nand3_1 | 1 | 5.00
sky130_fd_sc_hd__nor2b_1 | 6 | 37.5
sky130_fd_sc_hd__nor4bb_1 | 1 | 10.0
sky130_fd_sc_hd__buf_6 | 10 | 113
sky130_fd_sc_hd__buf_4 | 55 | 413
sky130_fd_sc_hd__a21oi_1 | 512 | 2560
sky130_fd_sc_hd__edfxtp_1 | 8192 | 246000
sky130_fd_sc_hd__nor3_1 | 4 | 20.0
sky130_fd_sc_hd__clkbuf_1 | 477 | 1790
sky130_fd_sc_hd__inv_1 | 3 | 11.3
sky130_fd_sc_hd__buf_1 | 84 | 315
sky130_fd_sc_hd__and2_1 | 3 | 18.8
sky130_fd_sc_hd__o41ai_1 | 128 | 1120
sky130_fd_sc_hd__or2_2 | 1 | 6.26
[area by class of cell]
type | instances | area [sq um]
inverters | 2 | 7.51
well taps | 13700 | 17100
flip-flops and latches | 8192 | 246000
fillers | 90200 | 635000
multi-input cells | 4054 | 61700
repair buffers | 924 | 7590
clock inverters | 8849 | 37300
clock buffers | 836 | 20900
diodes | 23 | 57.6
[metrics by stage]
step	utilization, %	hold WS (ns)
finish	38.1	22.23
global route	38.1	22.25
CTS	38.1	22.33
detailed placement	32.4	22.32
global placement	32.4	22.35
floorplan	-	20.41
[how the worst max path moves through the flow]
stage	depth (start not counted)	to	slack, ns
after global routing	6	out[17]	9.91
after CTS	6	out[17]	10.03
final	6	out[17]	10.02
[logic make-up (layout without fill, tap and decap cells)]
logic type	count (synthesis)	after routing	share of synthesized area [%]
flops	8192	8192	79.8
mux	2048	2048	15.0
compound gates	1664	1664	3.69
buf+inv	791	10600	1.12
simple gates	342	342	0.456
other cells	0	23	0
[routing by layer]
metal	global-route usage, %	vias up	routed length, um
met5	2.21	-	3390
met4	10.1	82	40100
li1	-	75100	-
met2	25.7	11500	413000
met1	15.4	83600	250000
met3	19.3	1568	178000
Power is estimated from default activity; no workload was simulated.
